$ cat flow/run.sh
#!/bin/bash
# OpenROAD 26Q1-2900-gdf79404cd8, Yosys 0.63+post, stock flow scripts
make -C /OpenROAD-flow-scripts/flow DESIGN_CONFIG=/design/flow/config.mk WORK_HOME=/design/flow/orfs finish
$ cat flow/config.mk
export PLATFORM = sky130hd
export DESIGN_NAME = stage_mem
export DESIGN_NICKNAME = stage_mem
export VERILOG_FILES = /design/flow/design.v
export SDC_FILE = /design/flow/constraint.sdc
export NUM_CORES = 4
export LEC_CHECK = 1
export CORE_UTILIZATION = 30
$ cat flow/constraint.sdc
current_design stage_mem

set clk_period 16.9
set clk_io_pct 0.2

create_clock -name clk0 -period $clk_period [get_ports {clk}]
create_clock -name clk1 -period $clk_period [get_ports {clk_fast}]

set non_clock_inputs [all_inputs -no_clocks]
set_input_delay [expr $clk_period * $clk_io_pct] -clock clk0 $non_clock_inputs
set_output_delay [expr $clk_period * $clk_io_pct] -clock clk0 [all_outputs]
$ cat flow/design.v
`timescale 1ns/1ps
module cp0(
	input clk,
	input rst,
	output [(32 * 11)-1:0] cp0_reg,
	input [4-1:0] reg_write_addr,
	input [31:0] reg_write_data,
	input [5-1:0] exc_code,
	input [31:0] exc_epc,
	input [31:0] exc_badvaddr,
	input [8-1:0] cause_ip,
	output reg int_timer_req,
	output reg exc_jmp_flag,
	output reg [31:0] exc_jmp_dest);
	reg [31:0] regmem[0:11];
	genvar i;
	generate
		for (i = 0; i < 11; i = i + 1) begin: CP0_REG_WIND
			if (i != 8)
				assign cp0_reg[(i)*32+31:(i)*32] = regmem[i];
			else
				assign cp0_reg[(i)*32+31:(i)*32] = {16'b0, cause_ip, regmem[i][7:0]};
		end
	endgenerate
	assign exc_is_tlb_refill = (exc_code == 5'h02 || exc_code == 5'h03),
			exc_is_tlb = (exc_is_tlb_refill || exc_code == 5'h01);
	task set_vector_offset(input [29:0] offset);
		exc_jmp_dest <= {2'b10, offset + {regmem[10][29:12], 12'b0}};
	endtask
	task setup_exc; begin
		if (regmem[7][1])
			set_vector_offset(30'h180);
		else begin
			regmem[9] <= exc_epc;
			regmem[3] <= exc_badvaddr;
			regmem[8][6:2] <= exc_code;
			regmem[7][1] <= 1'b1;	 
			if (exc_is_tlb_refill)
				set_vector_offset(30'h0);
			else 
				set_vector_offset(30'h180);
			if (exc_is_tlb)
				regmem[5][31:13] <= exc_badvaddr[31:13];
		end
		exc_jmp_flag <= 1'b1;
	end endtask
	task perform_eret; begin
		regmem[7][1] <= 1'b0;	 
		exc_jmp_flag <= 1'b1;
		exc_jmp_dest <= regmem[9];
	end endtask
	always @(posedge clk) begin
		exc_jmp_flag <= 1'b0;
		if (rst) begin: RESET_CP0
			integer i;
			int_timer_req <= 1'b0;
			for (i = 0; i < 11; i = i + 1)
				regmem[i] <= 32'h0;
		end else begin
			regmem[4] <= regmem[4] + 1'b1;
			if (regmem[4] == regmem[6])
				int_timer_req <= 1'b1;
			case (exc_code)
				5'h10: begin
					if (reg_write_addr == 6)
						int_timer_req <= 1'b0;
					regmem[reg_write_addr] <= reg_write_data;
				end
				5'h11:
					perform_eret();
				default:
					setup_exc();
			endcase
		end
	end
endmodule
module stage_mem(
	input clk_fast,
	input clk,
	input rst,
	input [(5+4+5+160)-1:0] interstage_ex2mem,
	output reg [5-1:0] wb_reg_addr,
	output reg [31:0] wb_reg_data,
	output set_stall,
	output set_clear,
	output exc_jmp_flag,
	output [31:0] exc_jmp_dest,
	output is_user_mode,
	input [63:0] lohi_value,
	input lohi_ready,
	output reg [2-1:0] lohi_write_opt,
	output reg [31:0] lohi_write_data,
	input [8-1:0] int_req,
	output has_int_pending,
	output [(63 + 4 + 1)-1:0] mmu_tlb_write_struct,
	output reg [31:0] mmu_addr,
	input [31:0] mmu_data_in,
	output reg [31:0] mmu_data_out,
	output reg [4-1:0] mmu_opt,
	input [5-1:0] mmu_exc_code,
	input mmu_busy);
	wire [5-1:0] exc_code_ex2mem;
    wire [31:0] exc_epc_ex2mem;
    wire [31:0] exc_badvaddr_ex2mem;
    wire [31:0] mem_addr_ex2mem;
    wire [31:0] mem_data_ex2mem;
    wire [4-1:0] mem_opt_ex2mem;
    wire [5-1:0] wb_reg_addr_ex2mem;
    wire [31:0] alu_result;
    assign { exc_code_ex2mem,exc_epc_ex2mem,exc_badvaddr_ex2mem,mem_addr_ex2mem,mem_data_ex2mem,mem_opt_ex2mem,wb_reg_addr_ex2mem,alu_result } = interstage_ex2mem;
	reg [1:0] state;
	localparam READY = 2'b00, WAIT_MMU = 2'b01, WAIT_LOHI = 2'b10;
	reg [5-1:0] cp0_exc_code;
	reg [4-1:0] cp0_write_addr;
	reg [31:0] cp0_exc_epc, cp0_exc_badvaddr, cp0_write_data;
	assign set_stall = (state != READY);
	assign set_clear = (cp0_exc_code != 5'h10);
	wire [(32 * 11)-1:0] cp0_reg;
	wire [31:0] cp0_reg_unwind [0:11-1];
	wire [31:0] cp0_status = cp0_reg_unwind[7];
	genvar i;
	generate
		for (i = 0; i < 11; i = i + 1) begin: CP0_REG_UNWIND
			assign cp0_reg_unwind[i] = cp0_reg[(i)*32+31:(i)*32];
		end
	endgenerate
	assign is_user_mode = cp0_status[4:3] && !cp0_status[1];
	wire int_timer_req;
	reg [8-1:0] int_req_actual;
	always @(*) begin
		int_req_actual = int_req;
		int_req_actual[7] = int_timer_req;
	end
	assign has_int_pending = (int_req_actual & cp0_status[15:8]) != 0 && cp0_status[0]   && !cp0_status[1]  ;
	cp0 ucp0(.clk(clk), .rst(rst),
		.cp0_reg(cp0_reg),
		.reg_write_addr(cp0_write_addr), .reg_write_data(cp0_write_data),
		.exc_code(cp0_exc_code),
		.exc_epc(cp0_exc_epc), .exc_badvaddr(cp0_exc_badvaddr),
		.cause_ip(int_req_actual),
		.int_timer_req(int_timer_req),
		.exc_jmp_flag(exc_jmp_flag), .exc_jmp_dest(exc_jmp_dest));
	reg tlb_write_enable;
	reg [63-1:0] tlb_entry;
	reg [4-1:0] tlb_index;
	assign mmu_tlb_write_struct = {tlb_write_enable, tlb_index, tlb_entry};
	assign mem_opt_is_read = ((mem_opt_ex2mem) == 4'b0001 || (mem_opt_ex2mem) == 4'b0010 || (mem_opt_ex2mem) == 4'b0011 || (mem_opt_ex2mem) == 4'b1101),
		mem_opt_is_write = ((mem_opt_ex2mem) == 4'b0100 || (mem_opt_ex2mem) == 4'b0101);
	reg [5-1:0] ne_wb_reg_addr;
	reg [31:0] ne_wb_reg_data;
	reg wb_pe_mmu, wb_pe_lohi;
	wire [31:0] lohi_value_selected = mem_opt_ex2mem == 4'b1001 ? lohi_value[31:0] : lohi_value[63:32];
	always @(negedge clk_fast) begin
		wb_reg_addr <= wb_reg_addr_ex2mem;
		if (mem_opt_ex2mem == 4'b0111)
			wb_reg_data <= cp0_reg_unwind[mem_addr_ex2mem];
		else begin
			wb_reg_data <= ne_wb_reg_data;
			if (state != READY) begin
				case ({wb_pe_mmu, wb_pe_lohi})
					2'b10:
						wb_reg_data <= mmu_data_in;
					2'b01:
						wb_reg_data <= lohi_value_selected;
					default:
						wb_reg_addr <= ne_wb_reg_addr;
				endcase
			end else
				wb_reg_addr <= ne_wb_reg_addr;
		end
	end
	reg mmu_busy_poslatch, lohi_ready_poslatch;
	always @(posedge clk) begin
		mmu_busy_poslatch <= mmu_busy;
		lohi_ready_poslatch <= lohi_ready;
		wb_pe_mmu <= (state == WAIT_MMU && !mmu_busy);
		wb_pe_lohi <= (state == WAIT_LOHI && lohi_ready);
	end
	task proc_mem_opt; 
		case (mem_opt_ex2mem) 
			4'b0110: begin
				state <= WAIT_MMU;
				cp0_write_addr <= mem_addr_ex2mem[4-1:0];
				cp0_write_data <= mem_data_ex2mem;
			end
			4'b1000: begin
				state <= WAIT_MMU;
				tlb_write_enable <= 1;
				tlb_index <= cp0_reg_unwind[0][4-1:0];
				tlb_entry <= {cp0_reg_unwind[5][31:13],
					cp0_reg_unwind[2][25:6],
					cp0_reg_unwind[2][2:1],
					cp0_reg_unwind[1][25:6],
					cp0_reg_unwind[1][2:1]};
			end
			4'b1001, 4'b1010: begin
				ne_wb_reg_addr <= 5'h0;
				state <= WAIT_LOHI;
			end
			4'b1011: begin
				state <= WAIT_LOHI;
				lohi_write_opt <= 2'b01;
				lohi_write_data <= alu_result;
			end
			4'b1100: begin
				state <= WAIT_LOHI;
				lohi_write_opt <= 2'b10;
				lohi_write_data <= alu_result;
			end
			default: if (mem_opt_is_read || mem_opt_is_write) begin
				state <= WAIT_MMU;
				mmu_opt <= mem_opt_ex2mem;
				mmu_addr <= mem_addr_ex2mem;
				mmu_data_out <= mem_data_ex2mem;
				ne_wb_reg_addr <= 5'h0;
			end
		endcase
	endtask
	always @(negedge clk) begin
		mmu_opt <= 4'b0000;
		cp0_write_addr <= 11;
		tlb_write_enable <= 1'b0;
		lohi_write_opt <= 2'b00;
		if (rst) begin
			state <= READY;
			cp0_exc_code <= 5'h10;
		end else case (state)
			READY: begin
				cp0_exc_epc <= exc_epc_ex2mem;
				cp0_exc_badvaddr <= exc_badvaddr_ex2mem;
				cp0_exc_code <= exc_code_ex2mem;
				if (exc_code_ex2mem == 5'h10) begin
					cp0_exc_code <= 5'h10;
					ne_wb_reg_addr <= wb_reg_addr_ex2mem;
					ne_wb_reg_data <= alu_result;
					proc_mem_opt();
				end
			end
			WAIT_MMU:
				if (mmu_exc_code != 5'h10) begin
					state <= READY;
					cp0_exc_code <= mmu_exc_code;
					cp0_exc_badvaddr <= mmu_addr;
				end else if (!mmu_busy_poslatch ||
						(!mmu_busy && mem_opt_is_write)) begin
					state <= READY;
					ne_wb_reg_data <= mmu_data_in;
					ne_wb_reg_addr <= wb_reg_addr_ex2mem;
				end
			WAIT_LOHI:
				if (lohi_ready_poslatch) begin
					state <= READY;
					ne_wb_reg_addr <= wb_reg_addr_ex2mem;
					ne_wb_reg_data <= lohi_value_selected;
				end
			default:
				state <= READY;
		endcase
	end
endmodule
==> impl_metrics.py <==
# Generated from Yosys and OpenROAD reports
metrics = {
    "status": {
        "status": "finished, final reports clean",
    },
    "critical_path": {
        "path_buffers": 2,
        "crit_path_cell_trace": "clkdlybuf4s50_1, nand4b_1, nand2_1, buf_4, a221o_1, o221ai_1, a21oi_1",
        "crit_family": "simple AND/OR/NAND/NOR gates",
        "critPathMaxFanout": 20,
        "slowest_stage": "sky130_fd_sc_hd__clkdlybuf4s50_1",
        "worst_ep_arrival_time_ns": 6.79,
        "critPathKind": "in2reg",
        "critPathLaunchType": "input port",
        "timing.critical_path.to_type": "flop",
        "cp_data_required_time_ns": 8.75,
        "cpPeakStageDelay_ns": 0.92,
    },
    "logic_synthesis": {
        "synth_seq_share_pct": 67.7,
        "ff_type": "sky130_fd_sc_hd__edfxtp_1",
        "ys_chip_area_um2": 30400,
        "yosys.cell_count.top_type": "sky130_fd_sc_hd__edfxtp_1",
        "synth.area.top_cells": "sky130_fd_sc_hd__edfxtp_1 (62%), sky130_fd_sc_hd__dfxtp_1 (6.1%), sky130_fd_sc_hd__and2_1 (4.5%), sky130_fd_sc_hd__a22o_1 (3.1%), sky130_fd_sc_hd__mux2_2 (2.6%)",
        "netlist_area_um2": 30400,
        "yosys.cell_types.count": 73,
        "top_cells_by_count": "sky130_fd_sc_hd__edfxtp_1 (624), sky130_fd_sc_hd__and2_1 (217), sky130_fd_sc_hd__clkbuf_1 (153)",
        "ys_ff": 717,
        "syn_avg_cell_area_um2": 13.7,
        "synth_cells": 2227,
        "async_s_r_ff_share_synth_pct": 0,
        "synth_stat.cells": 2227,
        "post-synth-top-area-cell": "sky130_fd_sc_hd__edfxtp_1",
        "yosys.area.top_type_share_pct": 61.6,
        "yosysWarnings": 6,
        "post_synth_tally_of_flip_flops_with_integrated_enable": 624,
    },
    "floorplanning": {
        "fp.dieArea_um2": 103000,
        "initCoreUtil_pct": 30.3,
        "die_y_um": 320,
        "die-width_um": 320,
        "rows": 116,
        "io_pins": 532,
        "core_area_um2": 100000,
    },
    "cts": {
        "number_of_sinks_driven_by_the_clock_tree": 717,
        "clk_pin_slew_worst_paths_ns": 0.03,
        "count_of_cells_resized_by_post_cts_repair": 0,
        "tritoncts": "yes",
        "cts.repair_timing.setup_buffer_count": 0,
        "cts-hold-fix-buffers": 0,
    },
    "power": {
        "power_leakage_nw": 15.8,
        "p_sw_share_pct": 28.7,
        "internal-power_mw": 3.56,
        "powerDensity_nw_per_um2": 120,
        "combPwrFrac_pct": 11.7,
        "seq_power_share_pct": 45.0,
        "power.switching_mw": 1.43,
        "vdd.ir_drop.worst_mv": 0.0824,
        "relative_contribution_of_the_clock_network_to_total_power_pct": 43.3,
    },
    "detailed_routing": {
        "dr.pass1.iters": 6,
        "routed_wire_length_per_instance_um": 27.3,
        "vias": 22700,
        "post_drt_via_cell_ratio": 5.01,
        "drt_iter0_drc": 1772,
        "finalWirelength_um": 124000,
        "antenna_violating_nets_post_route": 0,
        "drc": 0,
    },
    "worst_hold_path": {
        "worst_hold_path_type": "reg2reg",
    },
    "final_timing": {
        "report.final.slew_viol_count": 0,
        "final.setup.tns_ns": 0,
        "finalSetupViolCount": 0,
        "clock_skew_after_layout_ns": 0.0574,
        "timing.slew.headroom_pct": 4.18,
        "setup_repair_after_global_routing_missed_its_margin": "no",
        "worst_margin_pin_slew_ns": 1.43,
        "hold_violations": 0,
    },
    "global_routing": {
        "groute.usage.overall_pct": 25.4,
        "grt_remaining_overflow": 0,
        "vias_in_the_first_global_route": 23400,
        "maximum_number_of_pins_on_one_net_before_global_route_repair": 68,
        "grt_first_pass_wirelength_um": 172000,
        "antenna_violations_before_repair": 6,
    },
    "final_layout": {
        "layout-area-overhead-vs-synth_pct": 36.7,
        "count_of_fill_cells_added_during_filler_insertion": 9041,
        "drive_gt1_share_pct": 10.8,
        "finalCoreUtilization_pct": 41.5,
    },
    "placed_design": {
        "gpl.final_weighted_congestion": 1.02,
        "hpwlAfterDp_um": 89200,
        "numPortBuffers": 529,
    },
    "job": {
        "warnings": 381,
        "max_capacitance_violation_count": 0,
    },
}
## cell families (layout without fill, tap and decap cells)
group	Yosys count	count (layout)	share of synthesized area (%)
flops	717	717	67.7
simple gates	623	623	11.0
compound gates	483	483	12.0
buf+inv	207	1142	2.65
mux	128	128	4.59
xor+xnor	63	63	1.81
fa+ha+maj	6	6	0.247
other cells	0	3	0
## worst reg2reg max path, delay by kind of cell, from the launching register on
kind	cells	cell delay [ns]
DFF	1	0.39
buffers and inverters	3	0.93
and+or+nand+nor	5	1.70
## sequential cells by signal, summed over array words and instances (netlist names), 4 cells and up
signal and count:
cp0_write_data 32, cp0_exc_epc 32, cp0_exc_code 5, cp0_exc_badvaddr 32, tlb_index 4, mmu_data_out 32, wb_reg_addr 5, ucp0.exc_jmp_dest 32
ne_wb_reg_data 32, tlb_entry 63, lohi_write_data 32, wb_reg_data 32, cp0_write_addr 4, ne_wb_reg_addr 5, mmu_opt 4, ucp0.regmem 328
mmu_addr 32
## worst paths after layout
path | start | endpoint | slack [ns] | cells past startpoint
max | interstage_ex2mem[39] | wb_reg_data[11]$_DFF_N_ | 1.96 | 7
min | state[1]$_SDFFE_NP0P_ | state[1]$_SDFFE_NP0P_ | 0.48 | 1
max reg2reg | cp0_exc_code[1]$_SDFFE_NP0P_ | ucp0.regmem[1][13]$_SDFFCE_PN0P_ | 5.04 | 8
min reg2reg | state[1]$_SDFFE_NP0P_ | state[1]$_SDFFE_NP0P_ | 0.48 | 1
max in group clk0 | interstage_ex2mem[170] | mmu_data_out[19]$_DFFE_NP_ | 2.24 | 5
min in group clk1 | ne_wb_reg_addr[2]$_DFFE_NP_ | wb_reg_addr[2]$_DFF_N_ | 0.72 | 1
## routing by layer
| layer | wire length, um | vias up | GRT usage [%] | part of all wire (%) |
|---|---|---|---|---|
| li1 | - | 10300 | - | - |
| met1 | 45200 | 10900 | 32.0 | 37 |
| met2 | 57600 | 1173 | 37.8 | 47 |
| met3 | 14800 | 263 | 12.6 | 12 |
| met4 | 5900 | 10 | 10.9 | 4.8 |
| met5 | 58 | - | 0 | 0.047 |
## cell usage in the layout, fill, tap and decap left out, drive strengths merged, types with 16 or more instances in the layout
cell type	instances
edfxtp	624
clkdlybuf4s50	525
inv	379
and2	218
nand2	132
a22o	107
clkbuf	105
nor2	98
buf	96
dfxtp	93
mux2	81
a21oi	73
a22oi	70
o21ai	55
xnor2	54
mux2i	46
o221ai	35
a221o	34
nor3	28
nand4	22
and3	22
nor2b	21
nand3	20
clkinv	20
a32oi	16
## through the flow
| stage | instances | instance area, um^2 | power, mW | hold WS, ns | worst slack, ns |
|---|---|---|---|---|---|
| 2_1_floorplan | 2227 | 30400 | 2.60 | 0.449 | 0.770 |
| 3_3_place_gp | 4017 | 37500 | 2.97 | 0.458 | 1.67 |
| 3_5_place_dp | 4017 | 37500 | 2.98 | 0.460 | 1.62 |
| 4_1_cts | 4519 | 41600 | 5.04 | 0.491 | 2.04 |
| 5_1_grt | 4520 | 41600 | 5.22 | 0.510 | 1.90 |
| 6_report | 4522 | 41600 | 4.99 | 0.485 | 1.96 |
## cell type report
type	count	area, um^2	share of cell area, %
diodes	3	7.51	0.0181
clock buffers	105	2300	5.52
clock inverters	399	1770	4.25
inverters	17	63.8	0.153
multi-input cells	1303	9170	22.1
flip-flops and latches	717	20600	49.5
well taps	1357	1700	4.08
repair buffers	621	5980	14.4
## power by group through the flow
stage                 clock (mW)  combinational, mW  sequential, mW
after CTS                   2.21              0.584            2.24
after global routing        2.34              0.622            2.26
final                       2.16              0.583            2.25
Power figures rest on the tool's default switching activity, not on a simulated workload.
