**/design/flow/design.v**
```verilog
module mmu(
	input clk,
	input rst,
	input [(63 + 4 + 1)-1:0] tlb_write_struct,
	input [31:0] instr_addr,
	output [31:0] instr_out,
	input [4-1:0] data_opt,
	input [31:0] data_addr,
	input [31:0] data_in,
	output reg [31:0] data_out,
	output busy,
	output reg [5-1:0] exc_code,
	output [31:0] dev_mem_addr,
	input [31:0] dev_mem_data_in,
	output reg [31:0] dev_mem_data_out,
	output dev_mem_is_write,
	input dev_mem_busy);
	wire tlb_write_enable;
	wire [4-1:0] tlb_write_index;
	wire [63-1:0] tlb_write_entry;
	wire tlb_missing, tlb_writable;
	reg [63-1:0] tlb_mem[0:(1 << 4)-1];
	assign {tlb_write_enable, tlb_write_index, tlb_write_entry} = tlb_write_struct;
	assign mem_opt_is_write = ((data_opt) == 4'b0100 || (data_opt) == 4'b0101);
	assign instr_out = dev_mem_data_in;
	localparam READ = 2'b00, WRITE_SB = 2'b01, WRITE_DO_WRITE = 2'b10;
	reg [1:0] state;
	assign busy = (state != READ || dev_mem_busy || mem_opt_is_write) && exc_code == 5'h10;
	wire [31:0]
		mem_unaligned_addr = (state == READ && data_opt == 4'b0000) ? instr_addr : data_addr,
		mem_vrt_addr = {mem_unaligned_addr[31:2], 2'b00};
	assign dev_mem_is_write = state == WRITE_DO_WRITE;
	reg [7:0] dev_mem_data_in_selected_byte;
	always @(*)
		case (mem_unaligned_addr[1:0])
			0: dev_mem_data_in_selected_byte = dev_mem_data_in[7:0];
			1: dev_mem_data_in_selected_byte = dev_mem_data_in[15:8];
			2: dev_mem_data_in_selected_byte = dev_mem_data_in[23:16];
			3: dev_mem_data_in_selected_byte = dev_mem_data_in[31:24];
		endcase
	wire [15:0] dev_mem_data_in_selected_word = mem_unaligned_addr[1] ? dev_mem_data_in[31:16] : dev_mem_data_in[15:0];
	reg [1:0] mem_align_require;
	always @(*) begin
		mem_align_require <= 2'b00;
		case (data_opt)
			4'b0001, 4'b0100:
				mem_align_require <= 2'b11;
			4'b1101:
				mem_align_require <= 2'b01;
			4'b0000:
				if (state == READ)
					mem_align_require <= 2'b11;
		endcase
	end
	always @(*) begin
		exc_code = 5'h10;
		if (mem_unaligned_addr[1:0] & mem_align_require) begin
			if (mem_opt_is_write) begin
				exc_code = 5'h05;
			end else begin
				exc_code = 5'h04;
			end
		end
		if (tlb_missing) begin
			if (mem_opt_is_write) begin
				exc_code = 5'h03;
			end else begin
				exc_code = 5'h02;
			end
		end else if (!tlb_writable && mem_opt_is_write) begin
			exc_code = 5'h01;
		end
	end
	assign impl_tlb_direct_mapping = ((mem_vrt_addr[31:28] >= 4'h8) && (mem_vrt_addr[31:28] <= 4'hb));
	wire [0:(1 << 4)*2-1] impl_tlb_hit_entry;
	wire [0:(1 << 4)-1] impl_tlb_addr_equal;
	wire [0:(1 << 4)*2-1] impl_tlb_hit_entry_comb [20:0];
	wire [20:0] impl_tlb_lookup_result;
	genvar i, j;
	generate
		for (i = 0; i < (1 << 4); i = i + 1)  begin: loop1
			assign impl_tlb_addr_equal[i] =	tlb_mem[i][62:44] == mem_vrt_addr[31:13];
			assign impl_tlb_hit_entry[i * 2] =	impl_tlb_addr_equal[i] & tlb_mem[i][0] & ~mem_vrt_addr[12];
			assign impl_tlb_hit_entry[i * 2 + 1] =	impl_tlb_addr_equal[i] & tlb_mem[i][22] & mem_vrt_addr[12];
			for (j = 0; j <= 20; j = j + 1) begin: loop2
				assign impl_tlb_hit_entry_comb[j][i * 2] = impl_tlb_hit_entry[i * 2] & tlb_mem[i][j + 1];
				assign impl_tlb_hit_entry_comb[j][i * 2 + 1] = impl_tlb_hit_entry[i * 2 + 1] & tlb_mem[i][j + 23];
			end
		end
		for (i = 0; i <= 20; i = i + 1) begin: loop3
			assign impl_tlb_lookup_result[i] = |impl_tlb_hit_entry_comb[i];
		end
	endgenerate
	assign tlb_missing = ~|{impl_tlb_direct_mapping, impl_tlb_hit_entry};
	assign tlb_writable = impl_tlb_direct_mapping | impl_tlb_lookup_result[0];
	assign dev_mem_addr = impl_tlb_direct_mapping ?	{3'b0, mem_vrt_addr[28:0]} : {impl_tlb_lookup_result[20:1], mem_vrt_addr[11:0]};
	always @(*)
		case (data_opt)
			4'b0001:
				data_out = dev_mem_data_in;
			4'b0010:
				data_out = {{24{dev_mem_data_in_selected_byte[7]}}, dev_mem_data_in_selected_byte};
			4'b0011:
				data_out = {{24'b0}, dev_mem_data_in_selected_byte};
			4'b1101:
				data_out = {{16'b0}, dev_mem_data_in_selected_word};
			default:
				data_out = 32'h0;
		endcase
	always @(posedge clk)
		if (rst)
			state <= READ;
		else case (state)
			READ: if (!dev_mem_busy &&	data_opt != 4'b0000 && exc_code == 5'h10) begin
				dev_mem_data_out <= data_in;
				if (data_opt == 4'b0101)
					state <= WRITE_SB;
				else if (data_opt == 4'b0100)
					state <= WRITE_DO_WRITE;
			end
			WRITE_SB: begin: WRITE_BYTE_INIT
				integer i, j;
				for (i = 0; i < 4; i = i + 1)
					if (mem_unaligned_addr[1:0] != i) begin
						for (j = i * 8; j < (i + 1) * 8; j = j + 1)
							dev_mem_data_out[j] <= dev_mem_data_in[j];
					end else begin
						for (j = 0; j < 8; j = j + 1)
							dev_mem_data_out[j + i * 8] <= dev_mem_data_out[j];
					end
				state <= WRITE_DO_WRITE;
			end
			WRITE_DO_WRITE:
				state <= READ;
			default:
				state <= READ;
		endcase
	always @(posedge clk)
		if (rst) begin: INIT_TLB
			integer i;
			for (i = 0; i < (1 << 4); i = i + 1)
				tlb_mem[i] <= 64'h0;
		end else if (tlb_write_enable) begin
			tlb_mem[tlb_write_index] <= tlb_write_entry;
		end
endmodule
```
**/design/flow/run.sh**
```bash
#!/bin/bash
# OpenROAD 26Q1-2900-gdf79404cd8, Yosys 0.63+post, stock flow scripts
make -C /OpenROAD-flow-scripts/flow DESIGN_CONFIG=/design/flow/config.mk WORK_HOME=/design/flow/orfs finish
```
**/design/flow/config.mk**
```make
export PLATFORM = sky130hd
export DESIGN_NAME = mmu
export DESIGN_NICKNAME = mmu
export VERILOG_FILES = /design/flow/design.v
export SDC_FILE = /design/flow/constraint.sdc
export NUM_CORES = 4
export LEC_CHECK = 1
export CORE_UTILIZATION = 30
```
**/design/flow/constraint.sdc**
```tcl
current_design mmu

set clk_period 26.7
set clk_io_pct 0.2

create_clock -name clk0 -period $clk_period [get_ports {clk}]

set non_clock_inputs [all_inputs -no_clocks]
set_input_delay [expr $clk_period * $clk_io_pct] -clock clk0 $non_clock_inputs
set_output_delay [expr $clk_period * $clk_io_pct] -clock clk0 [all_outputs]
```
==> run summary <==
Reports from this run.

- The maximum operating frequency reads 56.8 MHz.
- The start-to-end type of the worst setup path is in -> out.
- The worst register-to-register path has a depth of 15.
- The clock tree buffer depth is 3.
- The portion of the clock cycle consumed by the worst path in the final layout reads 66.0%.
- The post-synthesis cell type with the largest instance count reads sky130_fd_sc_hd__edfxtp_1.
- After detailed routing, the met3 layer carries 33300 um of wire.
- The final routed DRC violation total reads 0.
- The placement row count reads 152.
- The area taken by sequential standard cells is reported as 31300 um2.
- The post-detailed-route wirelength per cell is 30.9 um.
- The via count of the first global-routing pass is 37399.
- The CTS clock-pin slew for the worst setup and hold paths is 60 ps.
- The relative slew slack reads 17.7%.
- The multiplexer area fraction after synthesis reads 1.12%.
- The highest metal layer with signal wires reads met5.
- The routed wire length on met2 is 93900 um.
- The number of instances on the worst hold path reads 2.
- The run reported a max-capacitance violation count of 0.
- The total number of warnings across the stage logs is 26.
- For this design, the CTS-stage hold fixing added 0 buffers.
- The initial detailed-routing violation count reads 3511.
- The total congestion overflow after global routing reads 0.
- The power density over cell area reads 61.0 nW/um2.
- The share of final-layout standard cells stronger than drive strength 1 is 9.95%.
- From the final report, the count of setup violators was given as 0.
- The data required time of the worst path reads 21360 ps.
- The initial cell density of the core reads 30.3%.
- The first-pass GRT wire length is 294000 um.
- The worst min-delay path class reads reg -> reg.
- The antenna violation net count after detailed routing reads 0.
- In the synthesized netlist, the cells that appear most often are 1040 x sky130_fd_sc_hd__edfxtp_1, 1026 x sky130_fd_sc_hd__and2_1, 256 x sky130_fd_sc_hd__clkbuf_1, 193 x sky130_fd_sc_hd__nand2_1, 163 x sky130_fd_sc_hd__xor2_1.
- The share of synthesized cell area in full adder, half adder and majority cells reads 0%.
- The startpoint of the worst hold path is dev_mem_data_out[0]$_DFFE_PP_.
- The register share after synthesis reads 59.9%.
- After synthesis, the mean cell area works out to 12.2 um2.
- The number of pins exceeding their max-slew limit in the final report is 0.
- The count of library flops with an enable pin reads 1040.
- The global-route usage over all layers reads 25.4%.
- Setup repair after global routing left no endpoint under its margin.
- The report lists the number of cells resized after CTS as 0.
- The initial antenna violation count is 12.
- The main logic family after synthesis is simple AND/OR/NAND/NOR gates.
- The number of sinks handled by clock tree synthesis is 1042.
- The count of instantiated cells in the yosys netlist reads 4260.
- The async set-reset flop share out of synthesis reads 0%.
- The post-CTS repair timing setup buffer count reads 0.
- The most critical setup path has its startpoint at data_opt[0].
- The core region area is 172000 um2.
- The yosys synthesis chip area is 52200 um2.
- The startpoint of the worst register-to-register path is state[1]$_SDFFE_PP0P_.
- The run finished with clean final reports.
- The flip-flop and latch count after synthesis reads 1042.
- The number of buffers added by the clock tree synthesis step reads 109.
- The cell area after synthesis reads 52200 um2.
- Summed over all layers, the routed wires come to 214000 um.
- The basic-gate share of the synthesized area counting and, or, nand and nor cells is 19.5%.
- The fraction of the mapped netlist area in compound gates is 10.1%.
- The number of vias per cell after detailed routing is 5.46.
- The worst path arrival time reads 12280 ps.
- The xor and xnor fraction of the mapped netlist area is 5.45%.
- The predominant post-synthesis flop cell reads sky130_fd_sc_hd__edfxtp_1.
- The minimum clock period after layout is 17620 ps.
- The post-route setup TNS reads 0 ps.
- From synthesis to final layout, the design area changed by 18.6%.
- The via total after detailed routing reads 37875.
- The detailed placement HPWL is 133000 um.
- Of all cell types, the one taking the most synthesized area is sky130_fd_sc_hd__edfxtp_1.
- The element type at the critical path end is a primary output.
- The cell count after synthesis is 4260.
- The final weighted congestion of routability-driven global placement is 1.02.
- The startpoint class of the critical path reads an input port.
- The cell chosen for the clock root reads sky130_fd_sc_hd__clkbuf_16.
- The maximum net fanout on the critical path is 28.
- The total power draw is 3.78 mW.
- The synthesis report lists the most area-consuming cells as sky130_fd_sc_hd__edfxtp_1 60%, sky130_fd_sc_hd__and2_1 12%, sky130_fd_sc_hd__xor2_1 2.7%.
- The number of different library cells used by synthesis comes to 90.
- The level count of the clock H-tree is 3.
- The total leakage power reads 21.5 nW.
- The die covers 176000 um2.
- The multi-input combinational cells in the finished layout cover a total of 19200 um2.
- The peak supply drop reads 0.0000551 V.
- The layout filler cell count reads 16370.
- The share of Yosys cell area claimed by the top area cell type reads 59.8%.
- The later-pin clock latency in the skew report is 770 ps.
- The die extent in y is 419 um.
- The length of routed wiring on met1 reads 75300 um.
- The number of iterations in the first detailed-routing pass is 8.
- From left edge to right edge, the die measures 419 um.
- The number of hold violations in the final report is 0.
- The maximum number of pins on one net before global-route repair reads 59.
- For the pin with the worst max-slew slack, the measured transition is 1230 ps.
- TritonCTS built the clock tree.
- The warning tally printed by Yosys for this design is 3.
- In this run the tool buffered the top-level ports with 334 buffer cells.
- The top-level port count reads 338.
- The final timing report lists clock skew as 75.2 ps.
area by class of cell:
class | instances | area share [%]
inverter | 99 | 0.600
timing repair buffer | 524 | 7.70
sequential | 1042 | 50.5
clock inverter | 63 | 0.936
antenna | 11 | 0.0445
clock buffer | 138 | 4.58
multi-input combinational | 2748 | 30.9
tap | 2310 | 4.67
power breakdown:
| part | internal (mW) | switching (mW) | leakage, nW |
|---|---|---|---|
| Sequential | 1.89 | 0.0446 | 9.92 |
| Combinational | 0.122 | 0.233 | 9.94 |
| Clock | 0.806 | 0.679 | 1.65 |
| Total | 2.82 | 0.957 | 21.5 |
through the flow:
stage | setup slack, ps | hold slack [ps] | instance area [um2] | cells | utilization, %
3_5_place_dp | 9570 | 707 | 58400 | 6723 | 34.0
5_1_grt | 8990 | 764 | 61900 | 6928 | 35.9
6_report | 9080 | 716 | 61900 | 6935 | 36.0
3_3_place_gp | 9530 | 730 | 58400 | 6723 | 34.0
4_1_cts | 9550 | 698 | 61900 | 6924 | 35.9
2_1_floorplan | 12970 | 627 | 52200 | 4262 | -
critical path: stages:
cell	delay [ps]
sky130_fd_sc_hd__clkdlybuf4s50_1	660
sky130_fd_sc_hd__nor4_4	300
sky130_fd_sc_hd__buf_4	360
sky130_fd_sc_hd__nand2_4	360
sky130_fd_sc_hd__buf_4	400
sky130_fd_sc_hd__a21oi_1	970
sky130_fd_sc_hd__xnor2_1	150
sky130_fd_sc_hd__nor3_1	810
sky130_fd_sc_hd__and4_1	330
sky130_fd_sc_hd__buf_4	370
sky130_fd_sc_hd__a21oi_1	120
sky130_fd_sc_hd__nand3_1	80
sky130_fd_sc_hd__nor2_1	70
sky130_fd_sc_hd__nand4_1	320
sky130_fd_sc_hd__a2bb2oi_1	910
sky130_fd_sc_hd__clkdlybuf4s50_1	650
sequential cells by signal, indices dropped and copies added, names as in the netlist:
name	flops
tlb_mem	1008
state	2
dev_mem_data_out	32
worst paths after layout:
path                                   endpoint  slack, ps
hold / removal    dev_mem_data_out[8]$_DFFE_PP_        720
setup reg to reg  dev_mem_data_out[9]$_DFFE_PP_      21170
hold reg to reg   dev_mem_data_out[8]$_DFFE_PP_        720
setup / recovery               dev_mem_addr[13]       9080
placed cells by master (no fill, tap or decap), types with 13 or more instances in the layout:
cell	instances
sky130_fd_sc_hd__mux2i_1	28
sky130_fd_sc_hd__o221ai_1	20
sky130_fd_sc_hd__nor2_1	61
sky130_fd_sc_hd__nor4_1	57
sky130_fd_sc_hd__clkbuf_16	109
sky130_fd_sc_hd__nor3_1	39
sky130_fd_sc_hd__or2_4	16
sky130_fd_sc_hd__o211ai_1	17
sky130_fd_sc_hd__xnor2_1	162
sky130_fd_sc_hd__inv_1	96
sky130_fd_sc_hd__and2_1	1026
sky130_fd_sc_hd__nand3_1	71
sky130_fd_sc_hd__clkdlybuf4s50_1	333
sky130_fd_sc_hd__a222oi_1	77
sky130_fd_sc_hd__a221o_1	13
sky130_fd_sc_hd__nor3_2	14
sky130_fd_sc_hd__o2111ai_1	18
sky130_fd_sc_hd__buf_4	190
sky130_fd_sc_hd__edfxtp_1	1040
sky130_fd_sc_hd__xor2_1	163
sky130_fd_sc_hd__a22o_1	59
sky130_fd_sc_hd__a31oi_1	14
sky130_fd_sc_hd__clkinv_2	25
sky130_fd_sc_hd__a221oi_1	76
sky130_fd_sc_hd__clkinv_1	17
sky130_fd_sc_hd__a21oi_1	48
sky130_fd_sc_hd__nor2b_1	14
sky130_fd_sc_hd__nand2b_1	25
sky130_fd_sc_hd__o22ai_1	52
sky130_fd_sc_hd__and4_1	19
sky130_fd_sc_hd__nand4_1	82
sky130_fd_sc_hd__a22oi_1	132
sky130_fd_sc_hd__a2111oi_0	13
sky130_fd_sc_hd__nand2_1	193
sky130_fd_sc_hd__o21ai_0	44
sky130_fd_sc_hd__clkbuf_1	29
per-layer routing:
metal  track usage, %  vias to the layer above
met4             10.5                       20
met1             30.8                    18357
met5             1.06                        -
met2             36.4                     2729
met3             16.0                      544
li1                 -                    16225
cell families (layout without fill, tap and decap cells):
kind of cell,after synthesis,in the layout
XOR/XNOR,325,325
other,1,14
AND/OR/NAND/NOR,1706,1706
AND-OR/OR-AND,667,667
multiplexers,47,47
buffers and inverters,472,824
flip-flops,1042,1042
Power figures rest on the tool's default switching activity, not on a simulated workload.
