## flow/run.sh

```bash
#!/bin/bash
# OpenROAD 26Q1-2900-gdf79404cd8, Yosys 0.63+post, stock flow scripts
make -C /OpenROAD-flow-scripts/flow DESIGN_CONFIG=/design/flow/config.mk WORK_HOME=/design/flow/orfs finish
```

## flow/design.v

```verilog
module register_file(
	input clk,
	input rst,
	input [4:0] read1_addr,
	input [4:0] read2_addr,
	input [4:0] write_addr,
	input [31:0] data_in,
	output [31:0] data_out1,
	output [31:0] data_out2);
	reg [31:0] mem [0:31];
	assign data_out1 = (write_addr != 0 && read1_addr == write_addr) ? data_in : mem[read1_addr];
	assign data_out2 = (write_addr != 0 && read2_addr == write_addr) ? data_in : mem[read2_addr];
	always @(posedge clk)
		if (rst) begin: RESET_REG
			integer i;
			for (i = 0; i < 32; i = i + 1)
				mem[i] <= 32'h0;
		end else if (write_addr != 0)
			mem[write_addr] <= data_in;
endmodule
`timescale 1ns/1ps
module stage_id(
	input clk,
	input rst,
	input stall,
	input clear,
	input [(5+96)-1:0] interstage_if2id,
	input in_delay_slot,
	input [5-1:0] reg_write_addr,
	input [31:0] reg_write_data,
	output reg [5-1:0] reg1_addr,
	output reg [31:0] reg1_data,
	output reg [5-1:0] reg2_addr,
	output reg [31:0] reg2_data,
	output [(5+2+1+7+4+5+129)-1:0] interstage_id2ex);
	wire [5-1:0] exc_code_if2id;
    wire [31:0] exc_addr_if2id;
    wire [31:0] next_pc;
    wire [31:0] instr;
    assign { exc_code_if2id,exc_addr_if2id,next_pc,instr } = interstage_if2id;
    reg [5-1:0] exc_code_id2ex;
    reg [31:0] exc_epc_id2ex;
    reg [31:0] exc_badvaddr_id2ex;
    reg [2-1:0] branch_opt_id2ex;
    reg [32:0] branch_dest_id2ex;
    reg [31:0] alu_sa_imm;
    reg [1-1:0] alu_src;
    reg [7-1:0] alu_opt;
    reg [4-1:0] mem_opt_id2ex;
    reg [5-1:0] wb_reg_addr_id2ex;
    assign interstage_id2ex = { exc_code_id2ex,exc_epc_id2ex,exc_badvaddr_id2ex,branch_opt_id2ex,branch_dest_id2ex,alu_sa_imm,alu_src,alu_opt,mem_opt_id2ex,wb_reg_addr_id2ex };
	wire [31:0] rf_data1, rf_data2;
	wire [5:0] instr_opcode = instr[31:26];
	wire [5:0] instr_func = instr[5:0];
	wire [4:0] instr_rs = instr[25:21], instr_rt = instr[20:16],
				instr_rd = instr[15:11], instr_sa = instr[10:6];
	wire [15:0] instr_imm = instr[15:0];
	wire [31:0] instr_imm_signext = {{16{instr_imm[15]}}, instr_imm},
				instr_imm_unsignext = {16'b0, instr_imm};
	wire [32:0]
		branch_dest_pc_relative = {1'b0, next_pc + {instr_imm_signext[29:0], 2'b00}},
		branch_dest_pc_region = {1'b0, next_pc[31:28], instr[25:0], 2'b00};
	register_file uregfile(.clk(clk), .rst(rst),
		.read1_addr(instr_rs), .read2_addr(instr_rt),
		.write_addr(reg_write_addr), 
		.data_in(reg_write_data),
		.data_out1(rf_data1), .data_out2(rf_data2));
	reg [4-1:0] instr_rd_cp0_regnum;
	always @(*)
		case (instr_rd)
			0: instr_rd_cp0_regnum = 0;
			2: instr_rd_cp0_regnum = 1;
			3: instr_rd_cp0_regnum = 2;
			8: instr_rd_cp0_regnum = 3;
			9: instr_rd_cp0_regnum = 4;
			10: instr_rd_cp0_regnum = 5;
			11: instr_rd_cp0_regnum = 6;
			12: instr_rd_cp0_regnum = 7;
			13: instr_rd_cp0_regnum = 8;
			14: instr_rd_cp0_regnum = 9;
			15: instr_rd_cp0_regnum = 10;
			default:
				instr_rd_cp0_regnum = 11;
		endcase
	task assign_reg1; begin
		reg1_addr <= instr_rs;
		reg1_data <= rf_data1;
	end endtask
	task assign_reg2; begin
		reg2_addr <= instr_rt;
		reg2_data <= rf_data2;
	end endtask
	task proc_rtype; begin
		wb_reg_addr_id2ex <= instr_rd;
		assign_reg1();
		assign_reg2();
		alu_sa_imm <= instr_sa;
		alu_src <= 1'b1;
		alu_opt <= instr_func;
	end endtask
	task alu_from_reg(input [7-1:0] opt); begin
		alu_src <= 1'b1;
		alu_opt <= opt;
	end endtask
	task alu_from_imm(input [7-1:0] opt, input [31:0] imm); begin
		alu_src <= 1'b0;
		alu_opt <= opt;
		alu_sa_imm <= imm;
	end endtask
	task mem_opt(input [4-1:0] opt); begin
		assign_reg1();
		assign_reg2();
		alu_from_imm(7'h21, instr_imm_signext);
		if (((opt) == 4'b0001 || (opt) == 4'b0010 || (opt) == 4'b0011 || (opt) == 4'b1101))
			wb_reg_addr_id2ex <= instr_rt;
		mem_opt_id2ex <= opt;
	end endtask
	task wb_with_alu_imm(input [7-1:0] alu_opt, input [31:0] imm); begin
		wb_reg_addr_id2ex <= instr_rt;
		assign_reg1();
		alu_from_imm(alu_opt, imm);
	end endtask
	task proc_cond_branch(
			input set_reg,
			input [7-1:0] alu_opt,
			input [2-1:0] cond); begin
		if (set_reg) begin
			assign_reg1();
			assign_reg2();
		end
		alu_from_reg(alu_opt);
		branch_opt_id2ex <= cond;
		branch_dest_id2ex <= branch_dest_pc_relative;
	end endtask
	task invalid_instruction; begin
		exc_code_id2ex <= 5'h0a;
		exc_badvaddr_id2ex <= instr;
	end endtask
	task proc_itype; begin
		case (instr_opcode)
			6'h01:
				case (instr_rt)
					5'b00001: begin   
						assign_reg1();
						proc_cond_branch(1'b0, 7'h2A, 2'b01);
					end
					5'b00000: begin   
						assign_reg1();
						proc_cond_branch(1'b0, 7'h2A, 2'b10);
					end
					default:
						invalid_instruction();
				endcase
			6'h04:   
				proc_cond_branch(1'b1, 7'h26, 2'b01);
			6'h05:   
				proc_cond_branch(1'b1, 7'h26, 2'b10);
			6'h06:  
				if (instr_rt == 5'b00000) begin   
					reg2_addr <= instr_rs;
					reg2_data <= rf_data1;
					proc_cond_branch(1'b0, 7'h2A, 2'b01);
				end else
					invalid_instruction();
			6'h07:
				if (instr_rt == 5'b00000) begin   
					reg2_addr <= instr_rs;
					reg2_data <= rf_data1;
					proc_cond_branch(1'b0, 7'h2A, 2'b10);
				end else
					invalid_instruction();
			6'h09:	 
				wb_with_alu_imm(7'h21, instr_imm_signext);
			6'h0a:	 
				wb_with_alu_imm(7'h2A, instr_imm_signext);
			6'h0b:	 
				wb_with_alu_imm(7'h2B, instr_imm_unsignext);
			6'h0c:	 
				wb_with_alu_imm(7'h24, instr_imm_unsignext);
			6'h0d:	 
				wb_with_alu_imm(7'h25, instr_imm_unsignext);
			6'h0e:	 
				wb_with_alu_imm(7'h26, instr_imm_unsignext);
			6'h0f:	 
				wb_with_alu_imm(7'h40, {instr_imm, 16'b0});
			6'h20:	 
				mem_opt(4'b0010);
			6'h23:	 
				mem_opt(4'b0001);
			6'h24:	 
				mem_opt(4'b0011);
			6'h25:	 
				mem_opt(4'b1101);
			6'h28:	 
				mem_opt(4'b0101);
			6'h2b:	 
				mem_opt(4'b0100);
			default:
				invalid_instruction();
		endcase
	end endtask
	task proc_instr_j; begin
		branch_opt_id2ex <= 2'b11;
		branch_dest_id2ex <= branch_dest_pc_region;
	end endtask
	task proc_instr_jr; begin
		branch_opt_id2ex <= 2'b11;
		branch_dest_id2ex[32] <= 1'b1;  
		reg2_addr <= instr_rs;
		reg2_data <= rf_data1;
	end endtask
	task proc_instr_jal; begin
		proc_instr_j();
		reg1_data <= next_pc + 32'h4; 
		alu_opt <= 7'h41;
		wb_reg_addr_id2ex <= 5'd31;
	end endtask
	task proc_instr_jalr; begin
		proc_instr_jal();
		proc_instr_jr();
		wb_reg_addr_id2ex <= instr_rd;
	end endtask
	task proc_instr_syscall; begin
		exc_code_id2ex <= 5'h08;
	end endtask
	task reset; begin
		branch_opt_id2ex <= 2'b00;
		wb_reg_addr_id2ex <= 5'h0;
		alu_opt <= 7'h00;
		alu_sa_imm <= 32'h0;
		reg1_addr <= 5'h0;
		reg1_data <= 32'h0;
		reg2_addr <= 5'h0;
		reg2_data <= 32'h0;
		mem_opt_id2ex <= 4'b0000;
		exc_code_id2ex <= 5'h10;
		exc_badvaddr_id2ex <= 32'h0;
	end endtask
	task proc_cp0;
		if (instr_func == 6'h18)	 
			exc_code_id2ex <= 5'h11;
		else if (instr_func == 6'h02)	 
			mem_opt_id2ex <= 4'b1000;
		else if (instr_rs == 0) begin	 
			mem_opt_id2ex <= 4'b0111;
			reg1_data <= instr_rd_cp0_regnum;
			alu_opt <= 7'h41;
			wb_reg_addr_id2ex <= instr_rt;
		end else if (instr_rs == 5'b00100)	begin  
			mem_opt_id2ex <= 4'b0110;
			reg1_data <= instr_rd_cp0_regnum;
			assign_reg2();
			alu_opt <= 7'h41;
		end else
			invalid_instruction();
	endtask
	task proc_instr_mfhi; begin
		mem_opt_id2ex <= 4'b1010;
		wb_reg_addr_id2ex <= instr_rd;
	end endtask
	task proc_instr_mflo; begin
		mem_opt_id2ex <= 4'b1001;
		wb_reg_addr_id2ex <= instr_rd;
	end endtask
	task proc_instr_mthi; begin
		assign_reg1();
		mem_opt_id2ex <= 4'b1100;
		alu_opt <= 7'h41;
	end endtask
	task proc_instr_mtlo; begin
		assign_reg1();
		mem_opt_id2ex <= 4'b1011;
		alu_opt <= 7'h41;
	end endtask
	task do_decode; begin
		case (instr_opcode)
			6'b000000: case(instr_func)
				6'h08: proc_instr_jr();		 
				6'h09: proc_instr_jalr();	 
				6'h0c: proc_instr_syscall();	 
				6'h10: proc_instr_mfhi();	 
				6'h11: proc_instr_mthi();	 
				6'h12: proc_instr_mflo();	 
				6'h13: proc_instr_mtlo();	 
				default: proc_rtype();
			endcase
			6'b000010:
				proc_instr_j();
			6'b000011:
				proc_instr_jal();
			6'b010000:
				proc_cp0();
			6'b101111: ;	 
			default:
				proc_itype();
		endcase
	end endtask
	always @(posedge clk) begin
		if (rst)
			reset();
		else if (!stall) begin
			reset();
			if (!clear) begin
				if (exc_code_if2id != 5'h10) begin
					exc_code_id2ex <= exc_code_if2id;
					exc_epc_id2ex <= exc_addr_if2id;
					exc_badvaddr_id2ex <= exc_addr_if2id;
				end else begin
					exc_epc_id2ex <= in_delay_slot ? (next_pc - 32'h8) : (next_pc - 32'h4);
					do_decode();
				end
			end
		end
	end
endmodule
```

## flow/config.mk

```make
export PLATFORM = sky130hd
export DESIGN_NAME = stage_id
export DESIGN_NICKNAME = stage_id
export VERILOG_FILES = /design/flow/design.v
export SDC_FILE = /design/flow/constraint.sdc
export NUM_CORES = 4
export LEC_CHECK = 1
export CORE_UTILIZATION = 30
```

## flow/constraint.sdc

```tcl
current_design stage_id

set clk_period 24.3
set clk_io_pct 0.2

create_clock -name clk0 -period $clk_period [get_ports {clk}]

set non_clock_inputs [all_inputs -no_clocks]
set_input_delay [expr $clk_period * $clk_io_pct] -clock clk0 $non_clock_inputs
set_output_delay [expr $clk_period * $clk_io_pct] -clock clk0 [all_outputs]
```

==> impl_metrics.env <==
# yosys + openroad results
export IMPL_fp_dieH_um=476.5
export IMPL_status="finished clean"
export IMPL_via_count=44940
export IMPL_crit_type="input port to flip-flop"
export IMPL_gp_congestion=0.9482
export IMPL_lay_top_count="edfxtp_1"
export IMPL_lay_top_cells="1090 x edfxtp_1, 1000 x and2_1, 640 x mux4_2"
export IMPL_peakVddDrop_v=0.00004719
export IMPL_critPathMaxStageDelay_ns=1.02
export IMPL_max_cap_violations=0
export IMPL_synthCells=4865
export IMPL_synth_cell_types=78
export IMPL_ys_seq_share=0.5322
export IMPL_p_seq_frac=0.475
export IMPL_crit_path_cell_trace="clkdlybuf4s50_1 > xor2_1 > or3b_1 > a31oi_1 > a21oi_2 > nor3_4 > nand2_2 > a22oi_1 > a22o_1"
export IMPL_power_density_nw_per_um2=66.12
export IMPL_hold_viol_final=0
export IMPL_pwr_share_clk=0.395
export IMPL_critPathTopFamily="simple AND/OR/NAND/NOR gates"
export IMPL_cp_end_kind="flip-flop"
export IMPL_crit_buf_inv=1
export IMPL_worstMarginPinSlew_ns=1.063
export IMPL_cp_arrival_ns=9.14
export IMPL_cts_num_sinks=1251
export IMPL_postCtsHoldBufs=0
export IMPL_yosysWarnings=2
export IMPL_core_sq_um=223000
export IMPL_cts_tree="built"
export IMPL_vias_per_cell=5.485
export IMPL_fin_cells=8193
export IMPL_clock_fmax_ghz=0.1187
export IMPL_routed_wl_um=249300
export IMPL_synth_edff_count=1090
export IMPL_intPower_mw=3.929
export IMPL_syn_to_final_growth_pct=17.63
export IMPL_cts_made_buffers=138
export IMPL_worstPathRequired_ns=25.02
export IMPL_synth_top_area_share=0.4845
export IMPL_clkLatencyLatePin_ns=0.78
export IMPL_maxSlewHeadroom=0.2886
export IMPL_track_usage=0.2321
export IMPL_grtUsageMet1=0.2436
export IMPL_grt_pass1_vias=47480
export IMPL_hold_path_class="flip-flop to flip-flop"
export IMPL_synth_flops=1251
export IMPL_swShare=0.2522
export IMPL_grt_pass1_wl_um=351700
export IMPL_fin_worst_skew_ns=0.02139
export IMPL_async_reset_ff_frac=0
export IMPL_drt_iter0_drc=3114
export IMPL_drc_errors=0
export IMPL_cp_max_fo=18
export IMPL_p_leak_nw=26.87
export IMPL_grt_max_degree=92
export IMPL_flop_cell="edfxtp_1"
export IMPL_period_minus_slack_ns=8.425
export IMPL_setup_viol=0
export IMPL_post_cts_repair_setup_buffers=0
export IMPL_clockBufferDepth=3
export IMPL_dieWidth_um=476.5
export IMPL_num_rows=173
export IMPL_met3_usage=0.1606
export IMPL_ys_chip_area_sq_um=67550
export IMPL_numPlacedInstances=7942
export IMPL_netlist_area_sq_um=67550
export IMPL_io_pins=370
export IMPL_tool_warnings=31
export IMPL_routedWlPerCell_um=30.42
export IMPL_ant_nets=0
export IMPL_crit_path_start_kind="input port"
export IMPL_fillCellCount=20800
export IMPL_drive_gt1_frac=0.2198
export IMPL_numPortBuffers=369
export IMPL_gr_total_overflow=0
export IMPL_finalClockPeriodUsage=0.3467
export IMPL_htree_levels=4
export IMPL_cts_repair_resized=0
export IMPL_power_frac_comb=0.130
export IMPL_floorplan_core_util=0.3030
export IMPL_cts_root_buf="clkbuf_16"
export IMPL_busiest_layer="met2"
export IMPL_avgSynthCellArea_sq_um=13.89
export IMPL_drt_pass1_iterations=6
export IMPL_ys_cells=4865
export IMPL_drv_slew=0
export IMPL_setup_tns_ns=0
export IMPL_yosysTopAreaCell="edfxtp_1"
export IMPL_chip_area_sq_um=227100
export IMPL_antenna_found_initial=5
export IMPL_switchingPower_mw=1.325
export IMPL_clk_pin_slew_ns=0.06
export IMPL_slowest_stage="clkdlybuf4s50_1"
export IMPL_place_hpwl_um=155500
export IMPL_met2_usage=0.3577
export IMPL_ys_top_cells_by_area="edfxtp_1 48%, mux4_2 21%, and2_1 9.3%, dfxtp_1 4.8%, clkbuf_1 2.1%"
export IMPL_rsz0062_at_grt="false"
Yosys cell counts (48+ instances only):
cell type,number
a21oi_1,117
and2_1,1000
buf_2,56
clkbuf_1,378
dfxtp_1,161
edfxtp_1,1090
mux2i_1,51
mux4_2,640
nand2_1,295
nand3_1,66
nor2_1,192
o211ai_1,51
o21ai_0,168
xnor2_1,48
worst min-delay path, cell delays in order, from the launching register on:
cell,delay (ns)
dfxtp_1,0.32
nand2_1,0.04
o21ai_0,0.06
layer usage:
layer / part of all wire / routed length [um]
met5: 0.00057 / 141
met4: 0.057 / 14100
met3: 0.16 / 40810
met2: 0.47 / 117600
met1: 0.31 / 76590
logic make-up after synthesis:
family | count (synthesis) | synth area share
adders and majority gates | 38 | 0.007149
and+or+nand+nor | 1698 | 0.1403
muxes | 699 | 0.2223
AOI/OAI and AO/OA | 574 | 0.05521
buffers and inverters | 515 | 0.03121
other | 1 | 0.00005551
DFF | 1251 | 0.5322
xor gates and xnor gates | 89 | 0.01154
area by class of cell:
type / instances / area, sq um / area share
sequential: 1251 / 35950 / 0.4525
inverter: 25 / 95.09 / 0.001197
clock buffer: 186 / 3884 / 0.04888
antenna: 5 / 12.51 / 0.0001575
timing repair buffer: 561 / 5207 / 0.06554
tap: 2975 / 3722 / 0.04685
clock inverter: 60 / 491.7 / 0.006188
multi-input combinational: 3130 / 30090 / 0.3787
power by group through the flow:
stage | Sequential (mW) | Clock (mW) | Combinational (mW)
CTS | 2.50 | 2.10 | 0.680
global route | 2.51 | 2.17 | 0.723
finish | 2.50 | 2.07 | 0.685
final timing paths:
kind                               start                      to  slack, ns  depth (start not counted)
hold reg to reg   exc_badvaddr_id2ex[12]  exc_badvaddr_id2ex[12]       0.45                          2
setup / recovery    interstage_if2id[26]           reg1_data[11]      15.87                          9
setup reg to reg    uregfile.mem[31][29]           reg1_data[29]      22.02                          7
hold / removal    exc_badvaddr_id2ex[12]  exc_badvaddr_id2ex[12]       0.45                          2
stage by stage:
step           setup WS (ns)  cell area (sq um)  hold WS (ns)  total power, mW    util
6_report               15.87              79460        0.4528            5.254  0.3564
5_1_grt                15.74              79450        0.4722            5.405  0.3564
4_1_cts                16.06              79450        0.4513            5.274  0.3563
3_5_place_dp           15.25              75070        0.4418            3.218  0.3367
3_3_place_gp           15.23              75070        0.4340            3.210  0.3367
2_1_floorplan          15.85              67670        0.4002            2.945       -
sequential cells by signal, summed over array words and instances (netlist names), 4 cells and up:
| signal | cells |
|---|---|
| reg2_data | 32 |
| exc_code_id2ex | 5 |
| reg2_addr | 5 |
| reg1_data | 32 |
| branch_dest_id2ex | 33 |
| exc_badvaddr_id2ex | 32 |
| mem_opt_id2ex | 4 |
| alu_sa_imm | 32 |
| reg1_addr | 5 |
| exc_epc_id2ex | 32 |
| wb_reg_addr_id2ex | 5 |
| alu_opt | 7 |
| uregfile.mem | 1024 |
Power and IR drop assume default switching activity.
